==> ./design.v <==
module ram16(input [3:0] address,
             input [15:0] in,
             input load,
             input clk,
             output [15:0] out);
    reg [15:0] memory [15:0];
    reg [3:0] address_internal;
    reg [15:0] out_internal;
    assign out = out_internal;
    always @(posedge clk) begin
        address_internal <= address;
        if (load) begin
            memory[address] <= in;
            out_internal <= in;
        end else begin
            out_internal <= memory[address];
        end
    end
endmodule
==> ./run.sh <==
#!/bin/bash
# OpenROAD 26Q1-2900-gdf79404cd8, Yosys 0.63+post, stock flow scripts
make -C /OpenROAD-flow-scripts/flow DESIGN_CONFIG=/design/flow/config.mk WORK_HOME=/design/flow/orfs finish
==> ./config.mk <==
export PLATFORM = sky130hd
export DESIGN_NAME = ram16
export DESIGN_NICKNAME = ram16
export VERILOG_FILES = /design/flow/design.v
export SDC_FILE = /design/flow/constraint.sdc
export NUM_CORES = 4
export LEC_CHECK = 1
export CORE_UTILIZATION = 30
==> ./constraint.sdc <==
current_design ram16

set clk_period 7.0
set clk_io_pct 0.2

create_clock -name clk0 -period $clk_period [get_ports {clk}]

set non_clock_inputs [all_inputs -no_clocks]
set_input_delay [expr $clk_period * $clk_io_pct] -clock clk0 $non_clock_inputs
set_output_delay [expr $clk_period * $clk_io_pct] -clock clk0 [all_outputs]
==> reports/results.tsv <==
stage	metric	value	unit
status	status	complete, no violations	
routing	viasPerCell	4.780	
placed_design	port_buffers	37	
grt	antenna_found_initial	0	
die	die_width	182.8	um
setup_path	crit_chain	buf_4 > mux4_1 > a22oi_1 > nand2_1 > clkdlybuf4s50_1	
yosys	yosys_cells	420	
clock_network	hold_buffers	0	
routing	drt-initial-drc-count	222	
grt	grt.total_usage	13.12	%
clock_network	htree_levels	1	
placed_design	placed_area	10810	um2
final_timing	timing.final.setup_violations	0	
routing	ant_nets	0	
finish	final_area	11610	um2
setup_path	crit_fanout	36	
setup_path	end_kind	primary output	
grt	grt_pass1_wl	29990	um
power_and_ir_drop	p_int	2570	uW
finish	top_regs	memory (256)	
die	die_area	33400	um2
grt	grt_start_max_net_pins	39	
routing	n_antenna_cell	0	
placed_design	post-dp-hpwl	11150	um
setup_path	path_class	flop to primary output	
setup_path	crit_required	5.60	ns
yosys	yosys-top-cells-count	edfxtp_1 (256), mux4_2 (54), a22oi_1 (32)	
clock_network	clk_pin_slew	0.06	ns
clock_network	cts_buffers	27	
clock_network	cts_sinks	260	
yosys	synth_dominant_cell_count	edfxtp_1	
final_timing	rsz0062_at_grt	no	
placed_design	gp_congestion	0.7576	
finish	regMostFlops	memory	
routing	totalWireLength	19690	um
routing	drcViolationCount	0	
finish	area_delta_synth_final	18.46	%
die	core_area	31880	um2
run	warnings	25	
yosys	synth_warnings	1	
final_timing	fmax	0.2106	GHz
grt	grt_overflow	0	
final_timing	fin_crit_sh	67.84	%
yosys	synth_cells	420	
final_timing	tns	0	ns
setup_path	worst_ep_arrival_time	3.35	ns
yosys	avgSynthCellArea	23.34	um2
finish	largest_reg_flops	256	
final_timing	holdWs	1.425	ns
final_timing	relSlewSlack	44.01	%
power_and_ir_drop	pwr-share-seq	55.0	%
yosys	synth_cell_type_count	19	
setup_path	cp-start-kind	flop	
yosys	post_synth_instance_area	9803	um2
yosys	ys_seq_share	79.23	%
placed_design	pre_cts_slack	2.713	ns
routing	drtPass1Iterations	4	
final_timing	worst_pin_slew	0.8381	ns
clock_network	post-cts-setup-buffers	0	
min_path	hold_depth	1	
power_and_ir_drop	combPwrFrac	5.0	%
min_path	holdCritPathClass	input port to flop	
yosys	async_flop_share	0	%
setup_path	slowest_delay	0.71	ns
clock_network	root_buffer	clkbuf_16	
finish	fill_cells	2879	
final_timing	timing.final.ws_setup	2.252	ns
yosys	synthTopCellsByArea	edfxtp_1 (78%), mux4_2 (12%), mux4_1 (2.7%), a22oi_1 (2.5%), dfxtp_1 (0.82%)	
final_timing	slew_viol_final	0	
power_and_ir_drop	power.density	275.5	nW/um2
clock_network	clockBufferDepth	3	
clock_network	cts_tree	yes	
die	fp_util	30.75	%
yosys	yosys.area.top_type	edfxtp_1	
yosys	yosys-stat-area	9803	um2
final_timing	hold_viol	0	
min_path	min_from	address[3]	
power_and_ir_drop	clkPwrFrac	40.0	%
power_and_ir_drop	p_sw	628.7	uW
die	die_h	182.8	um
die	boundaryPins	38	
routing	wire_per_inst	20.90	um
setup_path	slowest_stage	dfxtp_4	
yosys	ff_type	edfxtp_1	
clock_network	cts-resized-gates	0	
power_and_ir_drop	p_leak	0.003615	uW
finish	drive_gt1_share	25.25	%
run	maxCapViolations	0	
yosys	edf_count	256	
final_timing	fin_crit	4.748	ns
power_and_ir_drop	peakVddDrop	0.1640	mV
yosys	top_cell_area_share	78.42	%
routing	vias	4503	
grt	first_global_vias	5021	
yosys	numSynthFlops	260	
die	core.rowCount	65	
power_and_ir_drop	sw_frac_of_total	19.65	%
[layout by cell type, fill, tap and decap left out]
cell type        count
nand3_1              1
nor3_2               4
edfxtp_1           256
bufinv_16            1
clkinv_1             6
nand2_1             17
and2_1               1
mux4_2              54
dfxtp_4              1
clkbuf_1            10
clkdlybuf4s50_1     37
buf_4               22
clkbuf_16           27
mux4_1              10
nor2_1               1
clkinv_2             3
a22oi_1             32
inv_6                1
clkinv_4             1
dfxtp_2              1
nor2_2              12
nor2b_1              2
nand3b_1             2
or3b_2               1
dfxtp_1              2
nand2b_1             2
[how the worst max path moves through the flow]
stage	from	to	depth (start not counted)
after global routing	flop	out[10]	5
final	flop	out[10]	5
after CTS	flop	out[10]	5
[per-stage QoR]
| step | util [%] | instances | power [uW] |
|---|---|---|---|
| 6_report | 36.42 | 942 | 3199 |
| 5_1_grt | 36.42 | 942 | 3308 |
| 3_3_place_gp | 33.92 | 893 | 1949 |
| 2_1_floorplan | - | 420 | 1868 |
| 3_5_place_dp | 33.92 | 893 | 1954 |
| 4_1_cts | 36.42 | 942 | 3232 |
[cells by family (layout without fill, tap and decap cells)]
kind of cell | Yosys count | after routing | share of synthesized area (%)
flops | 260 | 260 | 79.23
mux | 64 | 64 | 15.09
simple gates | 43 | 43 | 1.965
compound gates | 32 | 32 | 2.451
buf+inv | 21 | 108 | 1.263
[power by group through the flow]
stage / clock network, uW / registers (uW) / logic, uW
final: 1280 / 1760 / 160
after global routing: 1370 / 1760 / 175
after CTS: 1310 / 1760 / 164
[routing by layer]
layer / wire, um / part of all wire, % / track usage (%)
met3: 2646 / 13 / 8.360
met5: 0 / 0 / 0.7407
met2: 10040 / 51 / 21.77
met4: 373 / 1.9 / 2.467
met1: 6624 / 34 / 14.40
[layout make-up]
type | instances | area (um2) | share of cell area, %
multi-input cells | 139 | 1962 | 16.89
clock inverters | 12 | 85.08 | 0.7327
clock buffers | 37 | 713.2 | 6.142
flip-flops and latches | 260 | 7772 | 66.93
well taps | 435 | 544.3 | 4.687
repair buffers | 59 | 535.5 | 4.612
[critical path, delay by kind of cell (launching register included)]
kind	cells	cell delay (ns)
buffers and inverters	2	1.07
muxes	1	0.64
AOI/OAI and AO/OA	1	0.25
and+or+nand+nor	1	0.10
DFF	1	0.71
Power and IR drop assume default switching activity.
