**run.sh**
```bash
#!/bin/bash
# OpenROAD 26Q1-2900-gdf79404cd8, Yosys 0.63+post, stock flow scripts
make -C /OpenROAD-flow-scripts/flow DESIGN_CONFIG=/design/flow/config.mk WORK_HOME=/design/flow/orfs finish
```
**config.mk**
```make
export PLATFORM = sky130hd
export DESIGN_NAME = arithmetic_logic_unit
export DESIGN_NICKNAME = arithmetic_logic_unit
export VERILOG_FILES = /design/flow/design.v
export SDC_FILE = /design/flow/constraint.sdc
export NUM_CORES = 4
export LEC_CHECK = 1
export CORE_AREA = 10 10 98 98
export DIE_AREA = 0 0 108 108
```
**constraint.sdc**
```tcl
current_design arithmetic_logic_unit

set clk_period 7.5
set clk_io_pct 0.2

create_clock -name clk0 -period $clk_period

set non_clock_inputs [all_inputs -no_clocks]
set_input_delay [expr $clk_period * $clk_io_pct] -clock clk0 $non_clock_inputs
set_output_delay [expr $clk_period * $clk_io_pct] -clock clk0 [all_outputs]
```
**design.v**
```verilog
module arithmetic_logic_unit(input [15:0] x,
                             input [15:0] y,
                             input zx,
                             input nx,
                             input zy,
                             input ny,
                             input  f,
                             input no,
                             output [15:0] out,
                             output zr,
                             output ng);
   wire [15:0] x_stage1 = {16{~zx}} & x;
   wire [15:0] y_stage1 = {16{~zy}} & y;
   wire [15:0] x_stage2 = ({16{nx}} & ~x_stage1) | ({16{~nx}} & x_stage1);
   wire [15:0] y_stage2 = ({16{ny}} & ~y_stage1) | ({16{~ny}} & y_stage1);
   wire [15:0] f_output = ({16{f}} & (x_stage2 + y_stage2)) | ({16{~f}} & (x_stage2 & y_stage2));
   wire [15:0] out_stage1 = ({16{no}} & ~f_output) | ({16{~no}} & f_output);
   assign out = out_stage1;
   assign zr  = ~|out_stage1;
   assign ng  = out_stage1[15];
endmodule
```
==> reports/metrics.yaml <==
global_route:
  grt_usage: 0.0883
  grt_pass1_wl_um: 8910
  grt_pass1_vias: 1863
  antenna_found_initial: 0
  overflow: 0
  grt_max_degree: 37
floorplanning:
  core-area_um2: 7650
  dieArea_um2: 11700
  die_h_um: 108
  initial_utilization: 0.254
  row_count: 32
  top_level_ports: 56
  die_w_um: 108
power_and_ir_drop:
  power.internal_mw: 0.165
  power_frac_seq: 0
  power_frac_comb: 1.000
  power_density_nw_per_um2: 119
  peakVddDrop_uv: 38.1
  power.share.clock: 0
  p_sw_mw: 0.146
  p_leak_nw: 0.993
  switching_share: 0.470
finish:
  final.fill_count: 794
  layout_top_cell: "clkdlybuf4s50_1"
  nFlopsAndLatches: 0
  final_cell_area_um2: 2610
  n_clock_buffer: 0
  final_cell_mix: "clkdlybuf4s50_1, xnor2_1, nand2b_1"
  syn_to_final_growth_pct: 34.1
  register_area_um2: 0
  drive_above_1_share: 0.0597
critical_path:
  worstPathArrival_ns: 5.69
  max_stage_delay_ns: 0.50
  slowest_stage: "or4_1"
  crit_cells: 14
  crit_required_ns: 6.00
  criticalPathCategory: "in -> out"
  path_delay_family: "AND-OR/OR-AND gates"
  cp-end-kind: "primary output"
  critPathBufInv: 2
  cp_max_fo: 4
  path_cells: "clkdlybuf4s50_1, nand2b_1, xnor2_1, ha_1, fa_1, a211oi_2, o21ai_1, a211o_1, a31o_1, or4_1, a21oi_1, or4b_1, a211oi_2, clkdlybuf4s50_1"
  start_kind: "input pin"
logic_synthesis:
  syn_area_per_cell_um2: 7.07
  yosys_cells: 275
  ys_chip_area_um2: 1950
  synth_cell_type_count: 58
  ys.warnings.count: 0
  ys_seq_frac: 0
  top_area_cell: "xnor2_1"
  top_cells_by_area: "xnor2_1, nand2b_1, ha_1"
  synthCells: 275
  synth_area_um2: 1950
  top_cell_area_share: 0.180
job:
  drv_cap: 0
  warnings: 32
clock_network:
  holdBufCountCts: 0
  cts_resized: 0
  cts_setup_buffers: 0
routing:
  drcViolationCount: 0
  postRouteAntennaNets: 0
  drtPass1Iterations: 4
  via_count: 1999
  vias_per_cell: 4.76
  wire_per_inst_um: 12.8
  diodes: 0
  drt_iter0_drc: 161
  drt_wl_total_um: 5360
placement:
  port_buffers: 56
  dp_hpwl_um: 4670
  gpl.final_weighted_congestion: 0.863
  placed_cell_area_um2: 2590
  place_ws_ns: 0.157
sta:
  fin_crit_sh: 0.958
  setup_viol: 0
  rsz0062_at_grt: "no"
  hold_viol: 0
  slew_viol_final: 0
  fmax_mhz: 139
  slew_headroom: 0.604
  fin_tns_setup_ns: 0
  worstMarginPinSlew_ns: 0.579
  fin_hold_ws_ns: 4.22
  period_minus_slack_ns: 7.19
  setup_ws_ns: 0.312
worst_hold_path:
  holdCritStartpoint: "no"
  worstHoldPathCells: 4
  hp-class: "in -> out"
  holdPathEnd: "out[2]"
outcome:
  outcome: "completed"
==> tightest hold or removal path: stages <==
cell             delay, ns
clkdlybuf4s50_1       0.39
buf_4                 0.25
xnor2_1               0.17
clkdlybuf4s50_1       0.40
==> how the worst max path moves through the flow <==
stage                 startpoint  endpoint
after CTS                     zx        zr
final                       x[0]        zr
after global routing        x[0]        zr
==> power groups by stage <==
stage | clock, mW | combinational [mW] | sequential [mW]
finish | 0 | 0.311 | 0
CTS | 0 | 0.311 | 0
global route | 0 | 0.348 | 0
==> layout make-up <==
class	instances	area [um2]	share of cell area
inverter	7	26.3	0.0101
tap	102	128	0.0489
timing repair buffer	63	618	0.237
multi-input combinational	248	1840	0.704
==> synth_stat cells (all sizes together) (7+ instances only) <==
master / n
xnor2: 40
nand2b: 33
o21ai: 18
ha: 16
a21oi: 15
clkbuf: 13
nand2: 11
nor2: 11
xor2: 8
and3: 7
buf: 7
inv: 7
nor2b: 7
nor3: 7
==> routing by layer <==
layer	GRT usage	wire, um
met5	0	0
met4	0	0
met3	0.0211	351
met1	0.138	2880
met2	0.125	2130
==> cell families after synthesis <==
kind of cell / synth area share
and+or+nand+nor: 0.343
xor gates and xnor gates: 0.216
AOI/OAI and AO/OA: 0.235
muxes: 0.0322
adders and majority gates: 0.113
buffers and inverters: 0.0611
==> per-stage QoR <==
stage / utilization / power, mW / cells
floorplan: - / 0.198 / 275
global placement: 0.339 / 0.309 / 420
detailed placement: 0.339 / 0.310 / 420
CTS: 0.339 / 0.311 / 420
global route: 0.341 / 0.348 / 420
finish: 0.341 / 0.311 / 420
No activity file was given, so power comes from the tool's default toggle rates.
